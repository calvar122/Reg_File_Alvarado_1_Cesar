File: ./design.v
package my_pkg;
localparam WD = 32; 		 
localparam SEL = 5;
typedef logic 	[2**SEL-1:0][WD-1:0]	in_bus;
typedef logic  [WD-1:0] enablet;	
typedef logic  [WD-1:0][WD-1:0] FFD_O;	
endpackage	 
module FFD
import my_pkg::*;	
(
input logic [WD-1:0]d, 
input bit clk, reset, 
input bit enable, 
output logic [WD-1:0]q
);
always@(posedge clk, negedge reset)
	begin
		if(!reset) q <= 0;
		else if(enable) q <= d;
	end
endmodule
module FFD32
import my_pkg::*;	
(
input logic [WD-1:0]data, 
input bit clk, reset, 
input enablet and_i2,
input and_i1,
output FFD_O q
);
logic [WD-1:0] and_o;
genvar i;
generate
for (i=0; i<32; i++) begin: id_gen	
FFD FFD32(.d(data),.clk(clk),.reset(reset),.enable(and_o[i]),.q(q[i]));
and(and_o[i],and_i1,and_i2[i]);
end
endgenerate
endmodule
module RFTOP
import my_pkg::*;	
(
input clk, 
input reset, 
input Reg_Write_i,
input [SEL-1:0]Read_Register_1_i,
input [SEL-1:0]Read_Register_2_i,
input [SEL-1:0]Write_Register_i,
input [WD-1:0]Write_Data_i,
output [WD-1:0]Read_Data_1_o,
output [WD-1:0]Read_Data_2_o
);
RegFile UUT(
				.clk(clk), .reset(reset), .Reg_Write_i(Reg_Write_i), .Read_Register_1_i(Read_Register_1_i), .Read_Register_2_i(Read_Register_2_i),
				.Write_Register_i(Write_Register_i), .Write_Data_i(Write_Data_i), .Read_Data_1_o(Read_Data_1_o), .Read_Data_2_o(Read_Data_2_o) 
);
endmodule
module RegFile
import my_pkg::*;	
(
input clk, 
input reset, 
input Reg_Write_i,
input [SEL-1:0]Read_Register_1_i,
input [SEL-1:0]Read_Register_2_i,
input [SEL-1:0]Write_Register_i,
input [WD-1:0]Write_Data_i,
output [WD-1:0]Read_Data_1_o,
output [WD-1:0]Read_Data_2_o
);
logic [WD-1:0][WD-1:0] intercon1;
logic [WD-1:0] intercon2;  
bcd mybcd(
				.entrada(Write_Register_i), .salida(intercon2)
);
FFD32 FFD32(
				.data(Write_Data_i), .clk(clk), .reset(reset), .and_i1(Reg_Write_i), .and_i2(intercon2), .q(intercon1)
);
mux32 mux32_data1(
				.sel(Read_Register_1_i), .in(intercon1),	.out(Read_Data_1_o)
);
mux32 mux32_data2(
				.sel(Read_Register_2_i), .in(intercon1),	.out(Read_Data_2_o)
);
endmodule
module bcd
import my_pkg::*;	
(
input logic [SEL-1:0] entrada,  
output logic [WD-1:0] salida
);
always_comb
	priority case(entrada)
		5'b00000	:	salida = 32'b00000000_00000000_00000000_00000000;
		5'b00001	:	salida = 32'b00000000_00000000_00000000_00000010;
		5'b00010	:	salida = 32'b00000000_00000000_00000000_00000100;
		5'b00011	:	salida = 32'b00000000_00000000_00000000_00001000;
		5'b00100	:	salida = 32'b00000000_00000000_00000000_00010000;
		5'b00101	:	salida = 32'b00000000_00000000_00000000_00100000;
		5'b00110	:	salida = 32'b00000000_00000000_00000000_01000000;
		5'b00111	:	salida = 32'b00000000_00000000_00000000_10000000;
		5'b01000	:	salida = 32'b00000000_00000000_00000001_00000000;
		5'b01001	:	salida = 32'b00000000_00000000_00000010_00000000;
		5'b01010	:	salida = 32'b00000000_00000000_00000100_00000000;
		5'b01011	:	salida = 32'b00000000_00000000_00001000_00000000;
		5'b01100	:	salida = 32'b00000000_00000000_00010000_00000000;
		5'b01101	:	salida = 32'b00000000_00000000_00100000_00000000;
		5'b01110	:	salida = 32'b00000000_00000000_01000000_00000000;
		5'b01111	:	salida = 32'b00000000_00000000_10000000_00000000;
		5'b10000	:	salida = 32'b00000000_00000001_00000000_00000000;
		5'b10001	:	salida = 32'b00000000_00000010_00000000_00000000;
		5'b10010	:	salida = 32'b00000000_00000100_00000000_00000000;
		5'b10011	:	salida = 32'b00000000_00001000_00000000_00000000;
		5'b10100	:	salida = 32'b00000000_00010000_00000000_00000000;
		5'b10101	:	salida = 32'b00000000_00100000_00000000_00000000;
		5'b10110	:	salida = 32'b00000000_01000000_00000000_00000000;
		5'b10111	:	salida = 32'b00000000_10000000_00000000_00000000;
		5'b11000	:	salida = 32'b00000001_00000000_00000000_00000000;
		5'b11001	:	salida = 32'b00000010_00000000_00000000_00000000;
		5'b11010	:	salida = 32'b00000100_00000000_00000000_00000000;
		5'b11011	:	salida = 32'b00001000_00000000_00000000_00000000;
		5'b11100	:	salida = 32'b00010000_00000000_00000000_00000000;
		5'b11101	:	salida = 32'b00100000_00000000_00000000_00000000;
		5'b11110	:	salida = 32'b01000000_00000000_00000000_00000000;
		5'b11111	:	salida = 32'b10000000_00000000_00000000_00000000;
	endcase
endmodule
module mux32
import my_pkg::*;	
(
input logic [SEL-1:0]	sel,
input in_bus  				in,
output [WD-1:0]			out
);
assign out = in[sel];
endmodule
File: ./run.sh
#!/bin/bash
# OpenROAD 26Q1-2900-gdf79404cd8, Yosys 0.63+post, stock flow scripts
make -C /OpenROAD-flow-scripts/flow DESIGN_CONFIG=/design/flow/config.mk WORK_HOME=/design/flow/orfs finish
File: ./config.mk
export PLATFORM = sky130hd
export DESIGN_NAME = RFTOP
export DESIGN_NICKNAME = RFTOP
export VERILOG_FILES = /design/flow/design.v
export SDC_FILE = /design/flow/constraint.sdc
export NUM_CORES = 4
export LEC_CHECK = 1
export CORE_UTILIZATION = 30
export SYNTH_HDL_FRONTEND = slang
File: ./constraint.sdc
current_design RFTOP

set clk_period 8.9
set clk_io_pct 0.2

create_clock -name clk0 -period $clk_period [get_ports {clk}]

set non_clock_inputs [all_inputs -no_clocks]
set_input_delay [expr $clk_period * $clk_io_pct] -clock clk0 $non_clock_inputs
set_output_delay [expr $clk_period * $clk_io_pct] -clock clk0 [all_outputs]
==> flow_summary.ini <==
; yosys + openroad results
[routing]
wl_per_cell_um = 28.4
drcViolationCount = 0
antenna_left = 0
drt-vias-per-instance = 5.59
vias = 33606
drt_pass1_iterations = 5
finalWirelength_mm = 171
drt_iter0_markers = 1985

[critical_path]
cp-startpoint = Read_Register_2_i[2]
crit_fanout = 47
path_class = in -> out
path_cells = buf_8 > buf_4 > buf_4 > mux4_2 > mux2i_1 > and2_1 > o31ai_1 > clkdlybuf4s50_1
cp_common_cell = buf_4
crit_path_top_delay_cell = o31ai_1
r2r_start = UUT.FFD32.id_gen[7].FFD32.q[30]
crit_family = buffers and inverters
critPathArrivalTime_ns = 5.33
cp-start-kind = primary input
cp-end-kind = output port
crit_buf_inv = 4
crit_required_ns = 7.12
slowest_delay_ns = 0.72

[synth]
ys.flops = 992
yosysUniqueCellTypes = 30
flop_cell = dfrtp_1
edf_count = 0
synth_area_mm2 = 0.0532
topCellsByArea = dfrtp_1 47%, mux2_2 22%, mux4_2 16%, mux2i_1 3.6%, a22o_1 3.2%
ys_warn_count = 0
top_cells_by_count = 1036 x mux2_2, 992 x dfrtp_1, 384 x mux4_2
syn_inst = 3597
top_cell = mux2_2
ys_seq_share = 0.467
ys_cells = 3597
synthDominantCellAreaShare = 0.467
synth_top_cell_by_area = dfrtp_1
syn_avg_cell_area_um2 = 14.8
synthArstFlopShare = 1.00
yosys-stat-area_mm2 = 0.0532

[timing]
slew_headroom = 0.378
finalHoldViolCount = 0
fin_worst_skew_ns = 0
finalMaxSlewViolations = 0
min_period_ns = 7.11
worstMarginPinSlew_ns = 0.924
finalSetupViolations = 0
timing.hold.ws_ns = 0.510
rsz0062_at_grt = false
timing.final.crit_share = 0.799
tns_ns = 0
max_freq_ghz = 0.141

[finish]
fin_cells = 6014
largest_reg_flops = 992
top_regs = UUT.FFD32.id_gen.FFD32.q (992)
drive_above_1_share = 0.496
fin_util = 0.346
area_growth_pct = 14.5
design_area_mm2 = 0.0609
regMostFlops = UUT.FFD32.id_gen.FFD32.q

[clock_network]
worstSkewPairLatency_ns = 0.74
cts_buffers = 110
cts_hold_buf = 0
cts_tree = built
clk_pin_slew_worst_paths_ns = 0.06
cts_resized = 0
clock_path_buffers = 3
clock_sinks = 992
cts_max_level = 3
post_cts_buffers = 0
clock-root-buffer = clkbuf_16

[floorplan]
row_count = 154
die_x_um = 423
core_area_mm2 = 0.176
fp_util = 0.302
die_y_um = 423
pin_count = 114
dieArea_mm2 = 0.179

[global_route]
grt_overflow_total = 0
antenna_found_initial = 3
busiest_layer = met2
grt.met3_usage = 0.0834
met2_usage = 0.305
grt_pass1_vias = 35615
grt_usage = 0.201
grt_pass1_wl_mm = 253
grt_max_degree = 127
grtUsageMet1 = 0.267

[power_and_ir_drop]
power_density_mw_per_mm2 = 224
seqPwrFrac = 0.438
pwr-share-comb = 0.204
power_switching_mw = 3.64
p_leak_nw = 25.9
clkPwrFrac = 0.358
power.internal_mw = 10.0
vdd_ir_drop_max_uv = 168
p_sw_frac = 0.267

[placed_design]
placedCellCount = 5806
portBuffers = 113
dp_hpwl_mm = 102
dpl_cell_area_mm2 = 0.0570
gp_congestion = 0.852

[run_status]
status = complete, no violations

[worst_hold_path]
hold_path.startpoint = UUT.FFD32.id_gen[7].FFD32.q[22]
hp-class = reg -> reg

[job]
drv_cap = 0
openroad.warnings = 35
-- final cells by class --
cell class / count / area, um2
Clock buffer: 164 / 3330
Clock inverter: 43 / 594
Fill cell: 16713 / 115000
Inverter: 2 / 7.51
Multi-Input combinational cell: 2206 / 26800
Antenna cell: 1 / 2.50
Tap cell: 2340 / 2930
Timing Repair Buffer: 266 / 2430
Sequential cell: 992 / 24800
-- final timing paths --
path / endpoint / slack [ns] / cells after the start
min reg2reg: UUT.FFD32.id_gen[7].FFD32.q[22] / 0.51 / 1
min in group asynchronous: UUT.FFD32.id_gen[19].FFD32.q[9] / 0.98 / 1
max: Read_Data_2_o[19] / 1.79 / 8
max reg2reg: UUT.FFD32.id_gen[7].FFD32.q[30] / 8.11 / 1
max in group asynchronous: UUT.FFD32.id_gen[30].FFD32.q[2] / 5.61 / 4
min: UUT.FFD32.id_gen[7].FFD32.q[22] / 0.51 / 1
-- power groups by stage --
stage | sequential, mW | clock [mW] | combinational [mW]
4_1_cts | 5.97 | 4.97 | 2.81
5_1_grt | 6.11 | 5.15 | 3.00
6_report | 5.98 | 4.89 | 2.78
-- kinds of logic (layout without fill, tap and decap cells) --
group                  Yosys count  after routing  synth area share
DFF                            992            992             0.467
AOI/OAI and AO/OA              448            448            0.0632
and+or+nand+nor                126            126            0.0135
muxes                         1632           1632             0.422
buffers and inverters          399            475            0.0343
other                            0              1                 0
-- cells in the final DEF (no fill, tap or decap), types with 102 or more instances in the layout --
cell type / n
buf_4: 147
clkbuf_16: 111
mux2_2: 1036
mux4_2: 384
clkdlybuf4s50_1: 102
dfrtp_1: 992
mux2i_1: 192
a22o_1: 192
-- layer usage --
layer	part of all wire	wire length (um)
met4	0.038	6470
met2	0.47	80600
met5	0.000076	13
met1	0.39	67100
met3	0.098	16800
-- stage by stage --
step / worst slack, ns / power (mW)
6_report: 1.79 / 13.7
5_1_grt: 1.82 / 14.3
4_1_cts: 1.87 / 13.8
3_5_place_dp: 1.86 / 8.84
3_3_place_gp: 1.84 / 8.76
2_1_floorplan: 3.85 / 7.92
Power and IR drop assume default switching activity.
